<file path="./config.mk">
export PLATFORM = sky130hd
export DESIGN_NAME = amba_ahb_slave
export DESIGN_NICKNAME = amba_ahb_slave
export VERILOG_FILES = /design/flow/design.v
export SDC_FILE = /design/flow/constraint.sdc
export NUM_CORES = 4
export LEC_CHECK = 1
export CORE_UTILIZATION = 30
</file>
<file path="./design.v">
module amba_ahb_slave #(
  parameter AW = 32,     
  parameter DW = 32,     
  parameter DE = "LITTLE",     
  parameter RW = 1,     
  parameter MS = 1024,   
  parameter AM = {10{1'b1}},   
  parameter LW_NS = 0,   
  parameter LW_S  = 0,   
  parameter LR_NS = 0,   
  parameter LR_S  = 0    
)(
  input  wire          hclk,      
  input  wire          hresetn,   
  input  wire          hsel,      
  input  wire [AW-1:0] haddr,     
  input  wire    [1:0] htrans,    
  input  wire          hwrite,    
  input  wire    [2:0] hsize,     
  input  wire    [2:0] hburst,    
  input  wire    [3:0] hprot,     
  input  wire [DW-1:0] hwdata,    
  output wire [DW-1:0] hrdata,    
  output reg           hready,    
  output reg  [RW-1:0] hresp,     
  input  wor           error      
);
localparam SW = DW/8;   
wor           error_req;
assign error_req = 1'b0;
assign error_req = error;           
wire [32-1:0] delay;     
wire [32-1:0] cnt_t;     
reg  [32-1:0] cnt_t_r;   
reg           hsel_r;
reg  [AW-1:0] haddr_r;
reg     [1:0] htrans_r;
reg           hwrite_r;
reg     [2:0] hsize_r;
reg     [2:0] hburst_r;
reg     [2:0] hprot_r;
reg     [7:0] mem [0:MS-1];
genvar i;
wire    [7:0] bytes;
wire [DW-1:0] wdata;     
wire [DW-1:0] rdata;     
wire          trn;       
wire          trn_req;   
wire          trn_ack;   
always @(negedge hresetn, posedge hclk)
if (~hresetn) begin
  htrans_r <= 2'b00;
  for(int i=0;i<1024;i++) mem[i]=8'hx;
end else if (hready) begin
  hsel_r   <= hsel;
  haddr_r  <= haddr;
  htrans_r <= htrans;
  hwrite_r <= hwrite;
  hsize_r  <= hsize;
  hburst_r <= hburst;
  hprot_r  <= hprot;
end
always @(negedge hresetn, posedge hclk)
if (~hresetn) begin
  cnt_t_r <= 0;
  hready  <= 1'b1;
  hresp   <= 1'b0;
end else begin
  cnt_t_r <= cnt_t;
  if (error) begin
    if (hready) begin
      if ((htrans == 2'b00) | (htrans == 2'b01)) begin
        hresp   <= 1'b0;
        hready  <= 1'b1;
      end
      if ((htrans == 2'b10) | (htrans == 2'b11)) begin
        hresp   <= (cnt_t == 0) ? 1'b1 : 1'b0;
        hready  <= 1'b0;
      end
    end else begin
      if ((htrans_r == 2'b10) | (htrans_r == 2'b11)) begin
        if (hresp == 1'b0) begin
          hresp   <= (cnt_t == 0) ? 1'b1 : 1'b0;
        end else begin
          hready  <= 1'b1;
        end
      end
    end
  end else begin
    hresp   <= 1'b0;
    hready  <= (cnt_t == 0);
  end
end
assign delay = htrans[0] ? (hwrite ? LW_S  : LR_S )
                         : (hwrite ? LW_NS : LR_NS);
assign cnt_t = hready ? (htrans[1] & hsel ? delay
                                          : 0)
                      : cnt_t_r - 1;
assign trn_req = ((htrans_r == 2'b10) | (htrans_r == 2'b11)) & hsel_r;
assign trn_ack = hready;
assign trn     = trn_req & trn_ack;
assign bytes = 1 << hsize_r;
generate
  for (i=0; i<SW; i=i+1) begin
    if (DE == "BIG") begin
    end else if (DE == "LITTLE") begin
    end
  end
        assign  wdata  =  hwdata ;
        assign  hrdata =  rdata ;
endgenerate
generate
  for (i=0; i<SW; i=i+1) begin
    always @(posedge hclk) begin
      if (trn & (hresp == 1'b0) & hwrite_r) begin
        if (((haddr_r&AM)%SW <= i) & (i < ((haddr_r&AM)%SW + bytes)))  mem [(haddr_r&AM)/SW*SW+i] <= wdata [8*i+:8];
      end
    end
  end
endgenerate
generate
  for (i=0; i<SW; i=i+1) begin
    assign rdata [8*i+:8] = ((trn & (hresp == 1'b0) & ~hwrite_r) & ((haddr_r&AM)%SW <= i) & (i < ((haddr_r&AM)%SW + bytes))) ? mem [(haddr_r&AM)/SW*SW+i] : 8'hxx;
  end
endgenerate
endmodule
</file>
<file path="./constraint.sdc">
current_design amba_ahb_slave

set clk_period 9.6
set clk_io_pct 0.2

create_clock -name clk0 -period $clk_period [get_ports {hclk}]

set non_clock_inputs [all_inputs -no_clocks]
set_input_delay [expr $clk_period * $clk_io_pct] -clock clk0 $non_clock_inputs
set_output_delay [expr $clk_period * $clk_io_pct] -clock clk0 [all_outputs]
</file>
<file path="./run.sh">
#!/bin/bash
# OpenROAD 26Q1-2900-gdf79404cd8, Yosys 0.63+post, stock flow scripts
make -C /OpenROAD-flow-scripts/flow DESIGN_CONFIG=/design/flow/config.mk WORK_HOME=/design/flow/orfs finish
</file>
==> changes_impl.md <==
### Changed

* Detail Route Antenna Nets at 0
* Register share after synthesis at 40.1%
* Final Cell Area at between 0.002 and 0.0025 sq mm
* 1st-pass router iterations at 4
* Final Hold Fails at 0
* Max-Cap Viols at 0
* Synth Area per Inst at around 9.4 sq um
* Top cells, area: dfrtp_1, buf_4, xnor2_1
* CP bufs+invs at 1
* GRT Util Overall at around an eighth
* Vert. Die Dim at 87.4 microns
* Maximum VDD drop at 0.150 mV
* Worst setup path category: reg2out
* Htree depth at 2
* CTS tree: done
* Setup bufs post-CTS at 0
* Design Power at just under 0.0006 W
* FF-to-FF setup slack at approximately 6800 ps
* Detail Placement HPWL at 2.84 mm
* Unrepaired setup endpoints after global routing: no
* HP Class: reg2reg
* Crit path cell chain: clkdlybuf4s50_1
* Root Buffer Master: clkbuf_8
* Critical Path RT at between 7000 and 8000 ps
* Final Skew at 5.62 ps
* Number of global-route vias before repair at ~1400
* Commonest register cell after synthesis: dfrtp_1
* Mapped Cells at 233
* Area leader, netlist: dfrtp_1
* Via count at about 1500
* Drt drc at 0
* Total Negative Setup Slacks at 0 ps
* Clk slew on worst S/H paths at 70 ps
* Synth top area share at 38.9%
* Antenna violations before repair at 0
* Worst path arrival time at 1810 ps
* Area grow syn2layout at 6.98%
* First-pass GRT wire length at 6.77 mm
* Slack of the critical path at 5870 ps
* Max incr delay on CP at 940 ps
* Setup violations, final at 0
* Power Density at between 200 and 300 mW/mm^2
* Placer Congestion at 0.838
* Dpl cell area at about 0.0022 sq mm
* Fp_density at 31.7%
* YS chip area at 0.00219 sq mm
* Worst setup EP type: output port
* Final Cycle Share at between 30% and 40%
* CTS max path bufs at 2
* Drt first-iter violations at 92
* Number of buffers added on ports at 5
* # Cells Yosys at 233
* CTS Sinks at 35
* Hold Path Stages at 1
* Worst reg2reg endpoint: hresp
* # hold bufs at CTS at 0
* I/O pin total at about 120
* Share of layout cells above drive strength 1 at between 10% and 20%
* Hold path start: htrans_r[1]
* WL/cell at 11.8 microns
* Largest net degree at the start of global routing at 36
* DIE AREA at 0.00764 sq mm
* YS warnings at a little over 40000
* Die Wd at between 80 and 90 microns
* Netlist cell types at 49
* Via/cell ratio at 4.58
* Worst slew margin at 58.9%
* Setup WS pre-CTS at between 6000 and 7000 ps
* Startpoint types: flip-flop
* Site Rows at 30
* Post-Route WL at 3.98 mm
* Leakage at 0.961 nW
* Reg2reg start: cnt_t_r[8]
* Final core area utilization at 33.9%
* Core area at 0.00691 sq mm
* WHS Endpoint: htrans_r[1]
* Flip-flops with a built-in enable at 0
* Worst r2r path cells at 7
* Fmax at 0.268 GHz
* Crit Path Max Fanout at 33
* Fin crit period at 3730 ps
* Synthesized cell area at 0.00219 sq mm
* Delay-heaviest family, CP: flip-flops
* Tool warnings at between 100 and 150
* Asr flop ratio synth at 100%
* Clk Latency, worst-skew pair at 280 ps
* Post-synthesis register bit count at 35
* Max Slew Vio Count at 0
* Diode count at 0
* Status: finished, final reports clean
* Worst slew pin tran at 612 ps
* Grt total ovfl at 0
* Crit-path slowest cell: dfstp_2
* Post-CTS resize count at 0
* Number of buffers created by CTS at 5
placed cells by master (no fill, tap or decap), types with 2 or more instances in the layout:
cell / Yosys / routed
a21oi_1: 7 / 7
and2_1: 3 / 3
and3_1: 2 / 2
buf_4: 32 / 2
clkbuf_8: 0 / 6
clkdlybuf4s50_1: 0 / 4
conb_1: 1 / 32
dfrtp_1: 34 / 34
inv_1: 4 / 4
nand2_1: 9 / 9
nand2b_1: 3 / 3
nand3_1: 7 / 7
nand4_1: 4 / 4
nand4b_1: 2 / 2
nor2_1: 34 / 34
nor3_1: 11 / 11
nor3_2: 3 / 3
nor4_1: 5 / 5
o21a_1: 3 / 3
o21ai_0: 6 / 6
o41ai_1: 2 / 2
or3_1: 5 / 5
or4_1: 4 / 4
or4_4: 2 / 2
xnor2_1: 16 / 16
xor2_1: 7 / 7
per-stage QoR:
stage                     hold slack (ps)  instances
after floorplan                       486        264
after global placement                512        330
after detailed placement              519        330
after CTS                             536        338
after global routing                  553        338
final                                 536        338
registers in the layout, indices dropped and copies added (netlist names):
signal / cells
cnt_t_r: 32
hready: 1
hresp: 1
htrans_r: 1
power breakdown:
part	switching (W)	leakage (nW)	total (W)	internal, W
sequential	0.0000656	0.445	0.000260	0.000194
clock	0.0000520	0.0612	0.000136	0.0000840
combinational	0.000111	0.455	0.000199	0.0000879
layout make-up:
class | count | area, sq um
timing repair buffer | 7 | 60.1
clock inverter | 2 | 35.0
multi-input combinational | 188 | 1150
fill | 721 | 4570
inverter | 4 | 15.0
sequential | 35 | 877
tap | 96 | 120
clock buffer | 6 | 82.6
cell families after synthesis:
group                    synth area share [%]
buffers and inverters                    12.6
adder cells (fa/ha/maj)                 0.572
XOR/XNOR                                 9.21
multiplexers                            0.515
AND/OR/NAND/NOR                          27.7
AND-OR/OR-AND                            9.04
flip-flops                               40.1
other                                   0.171
worst max-delay path by stage:
stage	slack (ps)	start	cells past startpoint	endpoint
4_1_cts	5850	hready	1	hready
5_1_grt	5770	hready	1	hready
6_report	5870	hready	1	hready
layer usage:
layer  up-vias  routed length [microns]  track usage, %
met4         0                       18            1.04
met3         2                      167            2.79
met2        36                     1770            17.3
met1       732                     2020            18.5
met5         -                        0               0
li1        777                        -               -
cells in the mapped netlist, types with 2 or more instances:
| cell type | n |
|---|---|
| o21a_1 | 3 |
| nor3_1 | 11 |
| a21oi_1 | 7 |
| nor3_2 | 3 |
| and2_1 | 3 |
| xnor2_1 | 16 |
| clkbuf_1 | 2 |
| nand4b_1 | 2 |
| and3_1 | 2 |
| buf_4 | 32 |
| o41ai_1 | 2 |
| dfrtp_1 | 34 |
| nand3_1 | 7 |
| nor4_1 | 5 |
| nor2_1 | 34 |
| nand4_1 | 4 |
| or4_4 | 2 |
| inv_1 | 4 |
| or4_1 | 4 |
| o21ai_0 | 6 |
| buf_2 | 2 |
| nand2_1 | 9 |
| nand2b_1 | 3 |
| or3_1 | 5 |
| xor2_1 | 7 |
Power figures rest on the tool's default switching activity, not on a simulated workload.
